$ cat flow/design.v
`timescale 1 ns / 1 ps
module			saver_selector			(
	input				reset			,	 
	input				entry_clock		,	 
	input				A_saved			,	 
	input				B_saved			,	 
	input				C_saved			,	 
	input				D_saved			,	 
	input				A_copied		,	 
	input				B_copied		,	 
	input				C_copied		,	 
	input				D_copied		,	 
	input		[3:0]	copy_job		,	 
	output		[3:0]	next_copy_from	,	 
	output	reg			A_reset			,	 
	output	reg			B_reset			,	 
	output	reg			C_reset			,	 
	output	reg			D_reset			,	 
	output	reg			A_saving		,	 
	output	reg			B_saving		,	 
	output	reg			C_saving		,	 
	output	reg			D_saving		)	 
	;
	reg	[1:0]	next_save_with;  
	parameter NEXT_USE_A = 2'b00;  
	parameter NEXT_USE_B = 2'b01;  
	parameter NEXT_USE_C = 2'b10;  
	parameter NEXT_USE_D = 2'b11;  
	reg	next_save_A;	 
	reg	next_save_B;	 
	reg	next_save_C;	 
	reg	next_save_D;	 
	always @(posedge entry_clock or posedge reset) begin
		if (reset) begin
			next_save_A		<= #1 1'b0;
			next_save_B		<= #1 1'b0;
			next_save_C		<= #1 1'b0;
			next_save_D		<= #1 1'b0;
			next_save_with	<= #1 NEXT_USE_A;
		end
		else begin
			case (next_save_with)
				NEXT_USE_A : begin
					next_save_A		<= #1 ~A_saving;
					next_save_B		<= #1 A_saving;
					next_save_C		<= #1 1'b0;
					next_save_D		<= #1 1'b0;
					if (A_saving)	next_save_with <= #1 NEXT_USE_B;	 
					else			next_save_with <= #1 NEXT_USE_A;	 
				end
				NEXT_USE_B : begin
					next_save_A		<= #1 1'b0;
					next_save_B		<= #1 ~B_saving;
					next_save_C		<= #1 B_saving;
					next_save_D		<= #1 1'b0;
					if (B_saving)	next_save_with <= #1 NEXT_USE_C;	 
					else			next_save_with <= #1 NEXT_USE_B;	 
				end
				NEXT_USE_C : begin
					next_save_A		<= #1 1'b0;
					next_save_B		<= #1 1'b0;
					next_save_C		<= #1 ~C_saving;
					next_save_D		<= #1 C_saving;
					if (C_saving)	next_save_with <= #1 NEXT_USE_D;	 
					else			next_save_with <= #1 NEXT_USE_C;	 
				end
				NEXT_USE_D : begin
					next_save_A		<= #1 D_saving;
					next_save_B		<= #1 1'b0;
					next_save_C		<= #1 1'b0;
					next_save_D		<= #1 ~D_saving;
					if (D_saving)	next_save_with <= #1 NEXT_USE_A;	 
					else			next_save_with <= #1 NEXT_USE_D;	 
				end
				default : begin
					next_save_A		<= #1 1'b0;
					next_save_B		<= #1 1'b0;
					next_save_C		<= #1 1'b0;
					next_save_D		<= #1 1'b0;
					next_save_with	<= #1 NEXT_USE_A;	 
				end
			endcase
		end
	end
	reg	[1:0]	A_saver_state;  
	parameter RESET		= 2'b00;  
	parameter ENABLE	= 2'b01;  
	parameter SAVE		= 2'b10;  
	parameter COPY		= 2'b11;  
	always @(posedge entry_clock or posedge reset) begin
		if (reset) begin
			A_reset			<= #1 1'b1;
			A_saving	 	<= #1 1'b0;
			A_saver_state	<= #1 RESET;
		end
		else begin
			case (A_saver_state)
				RESET : begin		 
					A_reset			<= #1 1'b1;
					A_saving	 	<= #1 1'b0;
					if (next_save_A)	A_saver_state <= #1 ENABLE;	 
					else				A_saver_state <= #1 RESET;	 
				end
				ENABLE : begin		 
					A_reset			<= #1 1'b0;
					A_saving	 	<= #1 1'b0;
					if (D_saved)	A_saver_state <= #1 SAVE;	 
					else			A_saver_state <= #1 ENABLE;	 
				end
				SAVE : begin		 
					A_reset			<= #1 1'b0;
					A_saving	 	<= #1 1'b1;
					if (A_saved)	A_saver_state <= #1 COPY;	 
					else			A_saver_state <= #1 SAVE;	 
				end
				COPY : begin		 
					A_reset			<= #1 1'b0;
					A_saving	 	<= #1 1'b0;
					if (A_copied)	A_saver_state <= #1 RESET;	 
					else			A_saver_state <= #1 COPY;	 
				end
				default : begin
					A_reset			<= #1 1'b0;
					A_saving	 	<= #1 1'b0;
					A_saver_state	<= #1 RESET;	 
				end
			endcase
		end
	end
	reg	[1:0]	B_saver_state;  
	always @(posedge entry_clock or posedge reset) begin
		if (reset) begin
			B_reset			<= #1 1'b1;
			B_saving	 	<= #1 1'b0;
			B_saver_state	<= #1 RESET;
		end
		else begin
			case (B_saver_state)
				RESET : begin		 
					B_reset			<= #1 1'b1;
					B_saving	 	<= #1 1'b0;
					if (next_save_B)	B_saver_state <= #1 ENABLE;	 
					else				B_saver_state <= #1 RESET;	 
				end
				ENABLE : begin		 
					B_reset			<= #1 1'b0;
					B_saving	 	<= #1 1'b0;
					if (A_saved)	B_saver_state <= #1 SAVE;	 
					else			B_saver_state <= #1 ENABLE;	 
				end
				SAVE : begin		 
					B_reset			<= #1 1'b0;
					B_saving	 	<= #1 1'b1;
					if (B_saved)	B_saver_state <= #1 COPY;	 
					else			B_saver_state <= #1 SAVE;	 
				end
				COPY : begin		 
					B_reset			<= #1 1'b0;
					B_saving	 	<= #1 1'b0;
					if (B_copied)	B_saver_state <= #1 RESET;	 
					else			B_saver_state <= #1 COPY;	 
				end
				default : begin
					B_reset			<= #1 1'b0;
					B_saving	 	<= #1 1'b0;
					B_saver_state	<= #1 RESET;	 
				end
			endcase
		end
	end
	reg	[1:0]	C_saver_state;  
	always @(posedge entry_clock or posedge reset) begin
		if (reset) begin
			C_reset			<= #1 1'b1;
			C_saving	 	<= #1 1'b0;
			C_saver_state	<= #1 RESET;
		end
		else begin
			case (C_saver_state)
				RESET : begin		 
					C_reset			<= #1 1'b1;
					C_saving	 	<= #1 1'b0;
					if (next_save_C)	C_saver_state	<= #1 ENABLE;	 
					else				C_saver_state	<= #1 RESET;	 
				end
				ENABLE : begin		 
					C_reset			<= #1 1'b0;
					C_saving	 	<= #1 1'b0;
					if (B_saved)	C_saver_state	<= #1 SAVE;	 
					else			C_saver_state	<= #1 ENABLE;	 
				end
				SAVE : begin		 
					C_reset			<= #1 1'b0;
					C_saving	 	<= #1 1'b1;
					if (C_saved)	C_saver_state	<= #1 COPY;	 
					else			C_saver_state	<= #1 SAVE;	 
				end
				COPY : begin		 
					C_reset			<= #1 1'b0;
					C_saving	 	<= #1 1'b0;
					if (C_copied)	C_saver_state	<= #1 RESET;	 
					else			C_saver_state	<= #1 COPY;	 
				end
				default : begin
					C_reset			<= #1 1'b0;
					C_saving	 	<= #1 1'b0;
					C_saver_state	<= #1 RESET;	 
				end
			endcase
		end
	end
	reg	[1:0]	D_saver_state;  
	always @(posedge entry_clock or posedge reset) begin
		if (reset) begin
			D_reset			<= #1 1'b1;
			D_saving	 	<= #1 1'b0;
			D_saver_state	<= #1 RESET;
		end
		else begin
			case (D_saver_state)
				RESET : begin		 
					D_reset			<= #1 1'b1;
					D_saving	 	<= #1 1'b0;
					if (next_save_D)	D_saver_state	<= #1 ENABLE;	 
					else				D_saver_state	<= #1 RESET;	 
				end
				ENABLE : begin		 
					D_reset			<= #1 1'b0;
					D_saving	 	<= #1 1'b0;
					if (C_saved)	D_saver_state	<= #1 SAVE;	 
					else			D_saver_state	<= #1 ENABLE;	 
				end
				SAVE : begin		 
					D_reset			<= #1 1'b0;
					D_saving	 	<= #1 1'b1;
					if (D_saved)	D_saver_state	<= #1 COPY;	 
					else			D_saver_state	<= #1 SAVE;	 
				end
				COPY : begin		 
					D_reset			<= #1 1'b0;
					D_saving	 	<= #1 1'b0;
					if (D_copied)	D_saver_state	<= #1 RESET;	 
					else			D_saver_state	<= #1 COPY;	 
				end
				default : begin
					D_reset			<= #1 1'b0;
					D_saving	 	<= #1 1'b0;
					D_saver_state	<= #1 RESET;	 
				end
			endcase
		end
	end
	reg	[3:0]	next_copy;  
	assign 		next_copy_from = next_copy;	 
	parameter FROM_A	= 4'b0001;  
	parameter FROM_B	= 4'b0010;  
	parameter FROM_C	= 4'b0100;  
	parameter FROM_D	= 4'b1000;  
	always @(posedge entry_clock or posedge reset) begin
		if (reset) next_copy	<= #1 FROM_A;
		else begin
			case (next_copy)	 
				FROM_A : begin
					if (copy_job[0])	next_copy <= #1 FROM_B;	 
					else				next_copy <= #1 FROM_A;	 
				end
				FROM_B : begin
					if (copy_job[1])	next_copy <= #1 FROM_C;	 
					else				next_copy <= #1 FROM_B;	 
				end
				FROM_C : begin
					if (copy_job[2])	next_copy <= #1 FROM_D;	 
					else				next_copy <= #1 FROM_C;	 
				end
				FROM_D : begin
					if (copy_job[3])	next_copy <= #1 FROM_A;	 
					else				next_copy <= #1 FROM_D;	 
				end
				default : next_copy <= #1 FROM_A;
			endcase
		end
	end
endmodule
$ cat flow/config.mk
export PLATFORM = sky130hd
export DESIGN_NAME = saver_selector
export DESIGN_NICKNAME = saver_selector
export VERILOG_FILES = /design/flow/design.v
export SDC_FILE = /design/flow/constraint.sdc
export NUM_CORES = 4
export LEC_CHECK = 1
export CORE_UTILIZATION = 30
$ cat flow/run.sh
#!/bin/bash
# OpenROAD 26Q1-2900-gdf79404cd8, Yosys 0.63+post, stock flow scripts
make -C /OpenROAD-flow-scripts/flow DESIGN_CONFIG=/design/flow/config.mk WORK_HOME=/design/flow/orfs finish
$ cat flow/constraint.sdc
current_design saver_selector

set clk_period 2.5
set clk_io_pct 0.2

create_clock -name clk0 -period $clk_period [get_ports {entry_clock}]

set non_clock_inputs [all_inputs -no_clocks]
set_input_delay [expr $clk_period * $clk_io_pct] -clock clk0 $non_clock_inputs
set_output_delay [expr $clk_period * $clk_io_pct] -clock clk0 [all_outputs]
==> reports/qor.csv <==
stage,metric,value,unit
power_and_ir_drop,power_frac_comb,0.181,
synth,edf_count,0,
power_and_ir_drop,power-per-cell-area,982.8,nW/µm²
power_and_ir_drop,ir_drop,379.9,µV
global_routing,grt_use_total,0.1066,
clock_network,h-tree-depth,2,
synth,ys_async_sr_fraction,1.000,
synth,netlist_area,1359,µm²
critical_path,worst_setup_path_end_kind,output pin,
sta,finalMaxSlewViolations,0,
critical_path,slowest_delay,0.58,ns
synth,synth_cell_types,16,
synth,ys_chip_area,1359,µm²
routing,antenna_left,0,
power_and_ir_drop,p_total,0.001777,W
critical_path,setup.worst_path.class,reg2out,
placed_design,io_buffers,25,
run,maxCapViolCount,0,
status,status,"complete, no violations",
critical_path,path_cells,clkdlybuf4s50_1,
sta,rsz0062_at_grt,no,
synth,top_cell_area_share,0.4788,
critical_path,path_buffers,1,
synth,syn_area_per_cell,10.53,µm²
critical_path,required,2.00,ns
synth,ys_seq_elements,36,
critical_path,reg2reg_depth,3,
routing,insertedDiodeCount,0,
placed_design,post-place-cells,207,
clock_network,path_clk_slew,0.07,ns
floorplanning,ios,26,
floorplanning,core_area,4354,µm²
critical_path,path_delay_family,flip-flops,
critical_path,start_kind,register,
clock_network,clock_path_buffers,2,
clock_network,cts_hold_buf,0,
sta,fin_crit_sh,0.7345,
critical_path,r2r-start,next_copy[0],
sta,finalCriticalPeriod,1.836,ns
layout,drive_above_1_share,0.1350,
synth,ff_type,dfrtp_1,
clock_network,ctsRootBufferMaster,clkbuf_8,
sta,relSlewSlack,0.7087,
routing,routed_via_density,4.567,
clock_network,cts_setup_buffers,0,
floorplanning,initCoreUtil,0.3121,
sta,timing.fmax,544.6,MHz
global_routing,grt_pass1_vias,888,
clock_network,cts_sinks,36,
synth,netlist_instances,129,
clock_network,clk_latency,0.28,ns
power_and_ir_drop,p_leak,0.7769,nW
floorplanning,rows,24,
critical_path,r2r_end,next_copy[1],
power_and_ir_drop,swShare,0.2522,
worst_hold_path,hold_end,A_saver_state[0],
sta,hold_ws,0.4176,ns
global_routing,overflow,0,
routing,wirelength,2391,µm
synth,yosys_warnings,1,
sta,tns,0,ns
sta,tightest_slew,0.4369,ns
placed_design,place.gp.congestion,0.7631,
power_and_ir_drop,internal_power,0.001329,W
placed_design,hpwl,1647,µm
run,openroad.warnings,25,
routing,drc_errors,0,
layout,area_growth,33.06,%
sta,setup_viol,0,
clock_network,cts_tree,yes,
power_and_ir_drop,power_switching,0.0004481,W
routing,drt-pass1-iter-count,4,
critical_path,slowest_stage,dfstp_2,
synth,yosys-top-cells-count,"dfrtp_1 (26), nand2_1 (26), inv_1 (22)",
global_routing,antenna_found_initial,0,
sta,hold_viol,0,
sta,skew,0.005534,ns
power_and_ir_drop,pwr-share-clk,0.308,
worst_hold_path,min_from,next_save_A,
critical_path,crit_fanout,6,
synth,top_area_cell,dfrtp_1,
floorplanning,die_x,69.30,µm
global_routing,grt_pass1_wl,4091,µm
routing,wire_per_inst,11.12,µm
worst_hold_path,hp-class,reg2reg,
synth,yosys_cells,129,
critical_path,worst-r2r-setup-slack,1.42,ns
worst_hold_path,whs_path_depth,1,
clock_network,cts_buffers,5,
floorplanning,die.size.y,69.30,µm
routing,drt-initial-drc-count,66,
critical_path,crit_arrival,1.34,ns
synth,ys_seq_frac,0.6722,
routing,vias,982,
power_and_ir_drop,seq_power_share,0.511,
global_routing,grt_max_degree,37,
layout,fin_cells,215,
synth,area_leaders,"dfrtp_1 (48%), dfstp_2 (19%), nand2_1 (7.2%)",
floorplanning,die-area,4802,µm²
clock_network,cts_resized,0,
==> registers in the layout (all words and copies together), names as in the netlist <==
register	flops
next_save_A	1
next_save_C	1
C_reset	1
next_save_with	4
C_saver_state	4
B_reset	1
next_copy	4
A_saving	1
A_reset	1
C_saving	1
B_saving	1
D_saver_state	4
A_saver_state	4
B_saver_state	4
next_save_B	1
D_reset	1
next_save_D	1
D_saving	1
==> cell type report <==
cell class | count | area [µm²]
clock buffers | 7 | 96.34
clock inverters | 1 | 30.03
fillers | 390 | 2546
inverters | 22 | 82.58
multi-input cells | 71 | 362.8
flip-flops and latches | 36 | 913.4
well taps | 52 | 65.06
repair buffers | 26 | 257.7
==> power groups by stage <==
stage	sequential, W	clock (W)	combinational (W)
CTS	0.000909	0.000558	0.000328
global route	0.000934	0.000578	0.000361
finish	0.000908	0.000548	0.000321
==> routing by layer <==
layer	vias up	share of wire	GRT usage
met4	0	0.015	0.01361
met1	462	0.51	0.1745
met5	-	0	0
met3	6	0.056	0.03097
met2	27	0.42	0.1510
li1	487	-	-
==> worst max-delay path by stage <==
| stage | from | end | cells past startpoint |
|---|---|---|---|
| after CTS | next_copy[0] | next_copy_from[0] | 1 |
| after global routing | next_copy[0] | next_copy_from[0] | 1 |
| final | next_copy[0] | next_copy_from[0] | 1 |
==> through the flow <==
step / cell area [µm²] / utilization / setup slack [ns]
final: 1808 / 0.4152 / 0.6638
after global routing: 1808 / 0.4152 / 0.6227
after CTS: 1808 / 0.4152 / 0.6562
after detailed placement: 1682 / 0.3862 / 0.9815
after global placement: 1682 / 0.3862 / 0.9823
after floorplan: 1359 / - / 1.212
==> cells by family after synthesis <==
| group | after synthesis | share of synthesized area |
|---|---|---|
| and+or+nand+nor | 45 | 0.1556 |
| DFF | 36 | 0.6722 |
| AOI/OAI and AO/OA | 26 | 0.1114 |
| buffers and inverters | 22 | 0.06077 |
==> placed cells by master (no fill, tap or decap), drive strengths merged <==
cell and instances:
inv 22, clkdlybuf4s50 25, buf 1, nor3 12, a211oi 1, a21o 1, nor3b 2, nand2b 2
dfstp 10, clkbuf 7, o21ai 19, o41ai 2, nand2 26, and3 1, bufinv 1, nor2 1
o22ai 1, nor4 1, a31oi 2, dfrtp 26
No activity file was given, so power comes from the tool's default toggle rates.
