### config.mk
export PLATFORM = sky130hd
export DESIGN_NAME = coinc_checker
export DESIGN_NICKNAME = coinc_checker
export VERILOG_FILES = /design/flow/design.v
export SDC_FILE = /design/flow/constraint.sdc
export NUM_CORES = 4
export LEC_CHECK = 1
export CORE_AREA = 10 10 70 70
export DIE_AREA = 0 0 80 80
### constraint.sdc
current_design coinc_checker

set clk_period 1.0
set clk_io_pct 0.2

create_clock -name clk0 -period $clk_period [get_ports {entry_clock}]

set non_clock_inputs [all_inputs -no_clocks]
set_input_delay [expr $clk_period * $clk_io_pct] -clock clk0 $non_clock_inputs
set_output_delay [expr $clk_period * $clk_io_pct] -clock clk0 [all_outputs]
### run.sh
#!/bin/bash
# OpenROAD 26Q1-2900-gdf79404cd8, Yosys 0.63+post, stock flow scripts
make -C /OpenROAD-flow-scripts/flow DESIGN_CONFIG=/design/flow/config.mk WORK_HOME=/design/flow/orfs finish
### design.v
`timescale 1 ns / 1 ps
module			coinc_checker	(
	input			reset		,	 
	input			entry_clock	,	 
	input			req_coinc	,	 
	input			other_valid	,	 
	output	reg		coinc_met	)	 
	;
	reg	[1:0]	coinc_state;  
	parameter COINC_IDLE	= 2'b00;  
	parameter COINC_TBD		= 2'b01;  
	parameter COINC_DONE	= 2'b10;  
	always @(posedge entry_clock or posedge reset) begin
		if (reset) begin
			coinc_met <= #1 1'b0;
			coinc_state <= #1 COINC_IDLE;  
		end
		else begin
			case (coinc_state)
				COINC_IDLE : begin
					coinc_met <= #1 1'b0;
					if (req_coinc)	coinc_state <= #1 COINC_TBD;
					else			coinc_state <= #1 COINC_IDLE;
				end
				COINC_TBD : begin
					coinc_met <= #1 other_valid;
					if (other_valid)	coinc_state <= #1 COINC_DONE;
					else				coinc_state <= #1 COINC_TBD;
				end
				COINC_DONE : begin
					coinc_met <= #1 1'b1;
					coinc_state <= #1 COINC_DONE;  
				end
				default : begin  
					coinc_met <= #1 1'b0;
					coinc_state <= #1 COINC_IDLE;
				end
			endcase
		end
	end
endmodule
==> job_summary.md <==
## Synthesis and layout report

| Metric | Value |
|---|---|
| Status | `finished, final reports clean` |
| Mapped Cells | `11` |
| First-pass GRT wire length | `627 um` |
| Port Buffers | `4` |
| Fillers | `between 400 and 500` |
| Slew HR | `90.0%` |
| Chip Area, Yosys | `143 um^2` |
| Initial DRC Count | `9` |
| VDD IR max | `around 0.29 mV` |
| Top Family by Delay on Critical Path | `flip-flops` |
| CP endpoint kind | `output pin` |
| Via count | `99` |
| Stage-log warning count | `25` |
| Number of max-cap violations | `0` |
| Area leader share | `a little over half` |
| Total I/O pin count | `5` |
| Overall Global Routing Usage | `~1.4%` |
| Share of cells above drive strength 1 | `31.6%` |
| Final instance area | `264 um^2` |
| H-Tree Depth | `1` |
| Synthesized cell area | `143 um^2` |
| Wire length per cell | `5.23 um` |
| Fin Setup TNS | `0 ns` |
| Crit-path max cell delay | `between 0.3 and 0.4 ns` |
| CP Cell Sequence | `clkbuf_2` |
| Fmax | `around 1.1 GHz` |
| Clock transition at path regs | `0.04 ns` |
| Placed Area | `240 um^2` |
| Top cells by area | `dfrtp_1 (53%), dfstp_2 (18%), a21o_1 (11%)` |
| TritonCTS Buffers | `3` |
| Vias in the first global route | `133` |
| Final hold vios | `0` |
| Seq share, synth | `71.1%` |
| Area growth from synthesis to layout | `85.1%` |
| Worst EP arrival | `0.67 ns` |
| GP Congestion | `0.724` |
| Yosys warns | `1` |
| Synth area leader | `dfrtp_1` |
| Pleak | `between 0.0001 and 0.00015 uW` |
| Hold Crit Class | `primary input to asynchronous set/reset pin` |
| 1st-pass router iterations | `2` |
| Post-route DRC violation count | `0` |
| Pin count of the biggest net entering global routing | `5` |
| Insertion delay to the later sink of the worst-skew pair | `0.23 ns` |
| HPWL Detailed | `between 200 and 300 um` |
| Via/cell ratio | `roughly 1.5` |
| Clk sinks | `4` |
| Initial antenna violation count | `1` |
| Buf/Inv on CP | `1` |
| Chip area | `6400 um^2` |
| Total gr overflow | `0` |
| Die Wd | `80 um` |
| Period utilisation layout | `87.1%` |
| Yosys stat cell total | `11` |
| Required time of the critical path | `0.80 ns` |
| CP Max Fanout | `1` |
| ANT nets after route | `0` |
| Measured slew at the worst slew-check pin | `0.149 ns` |
| CTS tree | `yes` |
| Final setup viols | `0` |
| Crit path time final | `0.871 ns` |
| Cell Rows | `21` |
| Slowest CP cell | `dfrtp_1` |
| Hold WS | `between 0.1 and 0.15 ns` |
| Worst setup path category | `flip-flop to output pin` |
| Pwr dens | `1600 nW/um^2` |
| Unique cell types | `7` |
| Clock root cell | `clkbuf_4` |
| Critical Path Source Type | `flip-flop` |
| Chip height | `roughly 80 um` |
| Core Util at FP | `4.18%` |
| Core area | `between 3000 and 4000 um^2` |
| Routed wire length | `between 300 and 400 um` |
| Clk_skew | `0.00122 ns` |
| CTS Buffer Depth | `2` |
| Syn avg cell area | `13.0 um^2` |
| Count of pins over their slew limit | `0` |
| Synthesized registers | `4` |
| RSZ-0062 raised after global routing | `false` |
-- routing by layer --
| layer | part of all wire (%) | vias up | global-route usage [%] |
|---|---|---|---|
| met4 | 0 | 0 | 0.352 |
| li1 | - | 54 | - |
| met5 | 0 | - | 0 |
| met2 | 26 | 7 | 1.20 |
| met1 | 39 | 38 | 1.27 |
| met3 | 35 | 0 | 2.95 |
-- final cells by class --
cell class	instances	area [um^2]	area share [%]
clock buffers	4	26.3	9.95
diodes	1	2.50	0.948
repair buffers	4	35.0	13.3
flip-flops and latches	4	101	38.4
well taps	46	57.6	21.8
inverters	2	7.51	2.84
multi-input cells	5	33.8	12.8
-- through the flow --
step	std cells	utilization [%]	total power, uW	setup WS, ns
after global routing	66	7.73	464	0.0890
after floorplan	11	-	183	0.323
after CTS	65	7.80	439	0.0318
after global placement	61	7.03	205	0.0432
final	66	7.73	423	0.129
after detailed placement	61	7.03	208	0.0191
-- cells by family after synthesis --
family	Yosys count	synth area share (%)
compound gates	3	16.7
simple gates	2	7.02
buf+inv	2	5.27
flops	4	71.1
-- power by group --
part / leakage, uW / internal, uW / switching (uW)
sequential: 0.0000484 / 171 / 3.11
clock: 0.0000150 / 150 / 72.3
combinational: 0.0000435 / 17.6 / 9.35
total: 0.000107 / 339 / 84.7
-- registers in the layout, indices dropped and copies added (netlist names) --
| name | cells |
|---|---|
| coinc_met | 1 |
| coinc_state | 3 |
-- path summary, 6_finish.rpt --
check,slack [ns],endpoint,depth (start not counted),start
worst max-delay path,0.13,coinc_met,1,coinc_met
max in group asynchronous,0.63,coinc_state[0],2,reset
worst min register to register,0.47,coinc_state[1],1,coinc_state[1]
min in group clk0,0.47,coinc_state[1],1,coinc_state[1]
worst min-delay path,0.14,coinc_state[2],2,reset
worst max register to register,0.29,coinc_state[0],1,coinc_state[0]
-- layout by cell type (no fill, tap or decap) --
cell type        n
clkbuf_2         1
diode_2          1
dfstp_2          1
clkbuf_1         1
o21ai_2          1
dfrtp_1          3
clkbuf_4         3
a21o_1           2
clkdlybuf4s50_1  3
nor2b_1          1
nand2_1          1
inv_1            2
-- synthesized netlist by cell type --
| cell type | n |
|---|---|
| a21o_1 | 2 |
| dfrtp_1 | 3 |
| dfstp_2 | 1 |
| inv_1 | 2 |
| nand2_1 | 1 |
| nor2b_1 | 1 |
| o21ai_2 | 1 |
-- what timing repair did --
action / in CTS / in global routing
buffers inserted: 0 / 0
setup endpoints to repair: 1 / 1
hold endpoints to repair: 0 / 0
gates resized: 2 / 1
hold buffers: 0 / 0
No activity file was given, so power comes from the tool's default toggle rates.
